$ cat design/flow/run.sh
#!/bin/bash
# OpenROAD 26Q1-2900-gdf79404cd8, Yosys 0.63+post, stock flow scripts
make -C /OpenROAD-flow-scripts/flow DESIGN_CONFIG=/design/flow/config.mk WORK_HOME=/design/flow/orfs finish
$ cat design/flow/constraint.sdc
current_design uart_receive

set clk_period 4.3
set clk_io_pct 0.2

create_clock -name clk0 -period $clk_period [get_ports {clk_in}]

set non_clock_inputs [all_inputs -no_clocks]
set_input_delay [expr $clk_period * $clk_io_pct] -clock clk0 $non_clock_inputs
set_output_delay [expr $clk_period * $clk_io_pct] -clock clk0 [all_outputs]
$ cat design/flow/config.mk
export PLATFORM = sky130hd
export DESIGN_NAME = uart_receive
export DESIGN_NICKNAME = uart_receive
export VERILOG_FILES = /design/flow/design.v
export SDC_FILE = /design/flow/constraint.sdc
export NUM_CORES = 4
export LEC_CHECK = 1
export CORE_UTILIZATION = 50
export SYNTH_HDL_FRONTEND = slang
$ cat design/flow/design.v
`timescale 1ns / 1ps
`default_nettype none
module uart_receive
  #(
    parameter INPUT_CLOCK_FREQ = 100_000_000,
    parameter BAUD_RATE = 9600
    )
   (
    input wire 	       clk_in,
    input wire 	       rst_in,
    input wire 	       rx_wire_in,
    output logic       new_data_out,
    output logic [7:0] data_byte_out
    );
localparam BAUD_BIT_PERIOD = INPUT_CLOCK_FREQ/BAUD_RATE;
localparam HALF_PERIOD = BAUD_BIT_PERIOD >>1;
localparam THREE_QUART_PERIOD = HALF_PERIOD + (HALF_PERIOD>>1);
localparam DATA_WIDTH = 8;
typedef enum{IDLE,START,DATA,STOP,TRANSMIT} state;
logic [31:0] cycle_counter;
state myState;
logic old_bit;
logic can_switch;
logic [3:0]bit_counter;
always_ff @(posedge clk_in)begin
    if(rst_in) begin
        cycle_counter <=0;
    end
    else if(myState == IDLE) cycle_counter<=0;
    else if(myState == START || myState == DATA || myState == STOP) begin
    if (cycle_counter == BAUD_BIT_PERIOD-1)begin
                cycle_counter <= 0;
            end
            else begin
                cycle_counter <= cycle_counter + 1; 
            end
    end
end
always_ff @(posedge clk_in)begin
    if(rst_in)begin
        new_data_out <=0;
        myState <= IDLE;
        old_bit <=0;
        can_switch<=0;
        bit_counter<=0;
        data_byte_out <=0;
    end
    else begin
        case(myState)
        IDLE: begin
            if(!rx_wire_in)begin
            old_bit <=0;
            can_switch<=0;
            myState<= START;
            bit_counter <=0;
            new_data_out <=0;
            data_byte_out<=0;
            end else new_data_out<=0;
        end
        START: begin
            if(can_switch && cycle_counter == (BAUD_BIT_PERIOD -1))begin
                    myState<=DATA;
                    can_switch <=0;
                end
                else if((cycle_counter == (HALF_PERIOD-1)) && old_bit == rx_wire_in)begin
                    can_switch <= 1;
                end else if((cycle_counter < (HALF_PERIOD-1)) && old_bit == rx_wire_in )begin
                    old_bit <= rx_wire_in;
                end else if(cycle_counter > (HALF_PERIOD -1 ) && can_switch)begin
                    can_switch<=1;
                end  
                else myState <=IDLE;
        end
        DATA: begin
            if(bit_counter<DATA_WIDTH)begin
                    if(cycle_counter == HALF_PERIOD-1)begin
                        data_byte_out<= {rx_wire_in,data_byte_out[7:1]};
                        bit_counter<= bit_counter+1;
                    end
                end else begin
                    if(cycle_counter == BAUD_BIT_PERIOD -1) myState <= STOP;
                end
        end
        STOP: begin
            if(cycle_counter == (HALF_PERIOD-1) )begin
                    if(rx_wire_in)begin
                    old_bit<=rx_wire_in;
                    end else myState <= IDLE;
            end else if(cycle_counter == (THREE_QUART_PERIOD -1) && old_bit == rx_wire_in )begin
                    myState<= TRANSMIT;
            end else if(cycle_counter > HALF_PERIOD-1 ) begin
                    if(old_bit == rx_wire_in)begin
                    old_bit <=rx_wire_in;
                    end else myState <=IDLE;
            end  
        end
        TRANSMIT: begin
            new_data_out <= 1;
            myState <= IDLE;
        end
        default: myState<=IDLE;
        endcase
    end
end
endmodule  
`default_nettype wire
==> metrics.cfg <==
[outcome]
status = complete, no violations

[placement]
post_dp_cell_area_sq_um = 2729
pre_cts_slack_ns = 1.395
placed_cells_incl_taps = 381
portBuffers = 11
dp_hpwl_mm = 3.585
gp_congestion = 0.8298

[floorplan]
initCoreUtil_pct = 53.08
dieHeight_um = 73.75
dieArea_sq_um = 5438
core_sq_um = 4848
die_x_um = 73.75
placementRows = 25
ios = 12

[flow_run]
drv_cap = 0
log.warning_count = 26

[routing]
drc_errors = 0
num_vias = 2123
wirelength_mm = 5.149
firstDrtPassIters = 4
drtIter0Drc = 85
viasPerCell = 5.458
diodes = 0
ant_nets = 0
routedWlPerCell_um = 13.24

[logic_synthesis]
largest_area_cell = dfxtp_1
synth_top_area_share_pct = 40.45
ys.warnings.count = 0
area_leaders = dfxtp_1 (40%), nor2_1 (7.7%), xor2_1 (6.1%), xnor2_1 (5.1%), nand4_1 (4.4%)
synth_seq_share_pct = 40.45
ys_sh_aoi_pct = 10.40
xor_area_share_pct = 11.23
ys_cells = 317
ys_chip_area_sq_um = 2574
logic_family = simple AND/OR/NAND/NOR gates
netlist_instances = 317
synth-seq-cells = 52
yosysUniqueCellTypes = 48
synthArstFlopShare_pct = 0
synth-main-ff-cell = dfxtp_1
syn_area_per_cell_sq_um = 8.119
syn_area_sq_um = 2574
adder_share_pct = 0.9723
edf_count = 0
ys_sh_mux_pct = 1.945
ys_sh_simple_pct = 31.45

[cts]
post_cts_buffers = 0
h-tree-depth = 2
cts.sinks = 52
root_buffer = clkbuf_8
cts_resized = 0
clkTransAtPathRegs_ns = 0.10
clockBufferDepth = 2
cts_tree = done
clk-insertion-delay-late_ns = 0.31
cts_buffers = 5
ctsHoldBuffers = 0

[power]
power_leakage_nw = 0.9383
power_density_nw_per_um2 = 290.9
fin_total_pwr_w = 0.0008218
peakVddDrop_mv = 0.2346

[cells_and_area]
layout_top_cells = nor2_1 (53), dfxtp_1 (52), nand2_1 (25), xor2_1 (18), nand4_1 (18)
regArea_sq_um = 1041
final_area_sq_um = 2825
drive_gt1_share_pct = 5.901
area_growth_pct = 9.772
lay_top_count = nor2_1
mi_logic_area_sq_um = 1445
finalNonFillerCells = 389
nFillCells = 440

[global_route]
gr-total-overflow = 0
grt_pass1_vias = 1965
grt_max_degree = 33
grt_pass1_wl_mm = 9.039
antenna_found_initial = 0
grt_usage_pct = 21.65

[worst_hold_path]
hold_end = data_byte_out[0]
holdCritPathClass = reg2reg
hold-path-cell-count = 2
hold_start = data_byte_out[0]

[worst_setup_path]
arrival_ns = 2.85
critPathMaxFanout = 32
rr_worst_depth = 7
timing.rr.end = cycle_counter[22]
worstPathRequired_ns = 4.49
cp-start-kind = flip-flop
worstSetupPathType = reg2reg
reg2reg_slack_ns = 1.65
r2r_start = cycle_counter[24]
crit_path_end_kind = flip-flop

[timing]
finalWorstSetupSlack_ns = 1.647
fin_skew_ns = 0.009865
fin_crit_ns = 2.653
setup_viol = 0
finalClockPeriodUsage_pct = 61.71
tns_ns = 0
rsz0062_at_grt = false
maxSlewViolCount = 0
relSlewSlack_pct = 45.31
fmaxAchievable_mhz = 376.9
hold_viol_final = 0
worst_pin_slew_ns = 0.8128

-- flip-flops by register name, indices dropped and copies added (netlist names) --
name / cells
can_switch: 1
new_data_out: 1
old_bit: 1
data_byte_out: 8
bit_counter: 4
myState: 5
cycle_counter: 32
-- worst max-delay path by stage --
stage                              from           endpoint  slack [ns]  depth (start not counted)
after CTS             cycle_counter[24]   cycle_counter[0]        1.65                          7
after global routing  cycle_counter[31]   cycle_counter[8]        1.41                          7
final                 cycle_counter[24]  cycle_counter[22]        1.65                          7
-- critical path: stages (launching register included) --
cell and delay [ns]:
dfxtp_1 0.37, nor4_1 0.29, nand4_1 0.35, nor4_1 0.78
inv_1 0.16, o21ai_2 0.16, buf_4 0.32, nor2_1 0.09
-- final cells by class --
type | instances | share of cell area, %
clock inverters | 3 | 0.9743
well taps | 67 | 2.967
flip-flops and latches | 52 | 36.85
inverters | 7 | 0.9300
repair buffers | 14 | 4.694
multi-input cells | 241 | 51.15
clock buffers | 5 | 2.436
-- cells by family after synthesis --
family	after synthesis
AND-OR/OR-AND	43
XOR/XNOR	33
adder cells (fa/ha/maj)	2
buffers and inverters	24
flip-flops	52
multiplexers	5
AND/OR/NAND/NOR	158
-- synthesized netlist by cell type, types with 2 or more instances --
cell and count:
nand2b_1 2, and4_1 2, or3_1 2, a21oi_1 17
nor3_1 9, or2_1 2, or4_4 2, nand4_1 18
nand3_1 12, and3_1 9, nor3b_1 2, a211oi_1 2
xnor2_1 15, nor4_1 8, nand2_1 25, o21ai_0 9
o21bai_1 2, nor2_1 53, ha_1 2, clkbuf_1 16
inv_1 7, mux2i_1 5, or4_1 2, a21o_1 2
dfxtp_1 52, xor2_1 18
-- layer usage --
metal / up-vias / GRT usage [%] / wire length (um)
li1: 1124 / - / -
met1: 970 / 35.14 / 2789
met2: 19 / 32.01 / 2151
met3: 10 / 2.774 / 123
met4: 0 / 3.846 / 85
met5: - / 0 / 0
-- through the flow --
step                util [%]  hold slack [ns]
floorplan                  -           0.4174
global placement       56.28           0.4449
detailed placement     56.28           0.4501
CTS                    58.27           0.4655
global route           58.27           0.4809
finish                 58.27           0.4636
-- power by group --
group | switching, W | internal, W | total (W)
Combinational | 0.0000267 | 0.0000143 | 0.0000410
Clock | 0.000172 | 0.000120 | 0.000292
Sequential | 0.00000504 | 0.000484 | 0.000489
Total | 0.000204 | 0.000618 | 0.000822
Power and IR drop assume default switching activity.
