==> flow/design.v <==
module spi_con
     #(parameter DATA_WIDTH = 8,
       parameter DATA_CLK_PERIOD = 100
      )
      (input wire   clk_in,  
       input wire   rst_in,  
       input wire   [DATA_WIDTH-1:0] data_in,  
       input wire   trigger_in,  
       output logic [DATA_WIDTH-1:0] data_out,  
       output logic data_valid_out,  
       output logic chip_data_out,  
       input wire   chip_data_in,  
       output logic chip_clk_out,  
       output logic chip_sel_out  
      );
    logic [DATA_WIDTH -1:0]store_data_in;
    logic [31:0] clock_counter;  
    localparam CLOCK_SWITCH = DATA_CLK_PERIOD>>1;  
    localparam CLOCK_PERIOD = CLOCK_SWITCH+CLOCK_SWITCH; 
    logic [31:0] rising_edge_events;
  always_ff @(posedge clk_in)begin
    if (rst_in)begin
        data_out <=0;
        data_valid_out <= 0;
        chip_data_out <= 0;
        chip_clk_out <= 0;
        chip_sel_out <= 1;
        clock_counter <= 0; 
        rising_edge_events<=0;
    end 
    else begin
        if(chip_sel_out == 1)begin
            if (trigger_in) begin
                chip_sel_out <=0;
                chip_data_out <= data_in[DATA_WIDTH-1];
                store_data_in <={data_in[DATA_WIDTH-2:0],1'b0};
                chip_clk_out<=0;
                rising_edge_events<=0;
                clock_counter<=0;
            end 
            else data_valid_out<=0;
        end
        else begin 
            if (clock_counter == CLOCK_PERIOD-1)begin
                clock_counter <= 0;
            end
            else begin
                clock_counter <= clock_counter + 1; 
            end
            if( rising_edge_events < DATA_WIDTH) begin
                if(clock_counter == CLOCK_PERIOD-1 )begin
                    chip_clk_out <= 0;
                    chip_data_out <=store_data_in[DATA_WIDTH-1];
                    store_data_in <= {store_data_in[DATA_WIDTH-2:0],1'b0};
                end 
                else if(clock_counter == CLOCK_SWITCH-1)begin
                    chip_clk_out <=1;
                    data_out <= {data_out[DATA_WIDTH-2:0],chip_data_in};
                    rising_edge_events <= rising_edge_events +1;
                end 
        end
            else if (clock_counter == CLOCK_PERIOD-1)begin
                chip_sel_out<=1;
                rising_edge_events<=0;
                chip_clk_out<=0;
                data_valid_out <= 1;
                clock_counter<=0;
            end
    end
  end
  end
endmodule
==> flow/run.sh <==
#!/bin/bash
# OpenROAD 26Q1-2900-gdf79404cd8, Yosys 0.63+post, stock flow scripts
make -C /OpenROAD-flow-scripts/flow DESIGN_CONFIG=/design/flow/config.mk WORK_HOME=/design/flow/orfs finish
==> flow/config.mk <==
export PLATFORM = sky130hd
export DESIGN_NAME = spi_con
export DESIGN_NICKNAME = spi_con
export VERILOG_FILES = /design/flow/design.v
export SDC_FILE = /design/flow/constraint.sdc
export NUM_CORES = 4
export LEC_CHECK = 1
export CORE_UTILIZATION = 40
export SYNTH_HDL_FRONTEND = slang
==> flow/constraint.sdc <==
current_design spi_con

set clk_period 7.6
set clk_io_pct 0.2

create_clock -name clk0 -period $clk_period [get_ports {clk_in}]

set non_clock_inputs [all_inputs -no_clocks]
set_input_delay [expr $clk_period * $clk_io_pct] -clock clk0 $non_clock_inputs
set_output_delay [expr $clk_period * $clk_io_pct] -clock clk0 [all_outputs]
==> impl_metrics.env <==
# physical design summary
export IMPL_yosys_cells=408
export IMPL_htreeDepth=3
export IMPL_period_minus_slack_ps=3210
export IMPL_max_clock_path_buffers=2
export IMPL_crit_chain="clkdlybuf4s50_1"
export IMPL_cts_tree="done"
export IMPL_grt_use_total=0.180
export IMPL_flop_cell="dfxtp_1"
export IMPL_ir_drop_mv=0.0964
export IMPL_max_freq_ghz=0.311
export IMPL_grt_antenna_before_repair=0
export IMPL_start_kind="flop"
export IMPL_insertion_delay_ps=350
export IMPL_endpoint_kind="output pin"
export IMPL_via_per_inst=5.60
export IMPL_drv_cap=0
export IMPL_synth_area_um2=3700
export IMPL_power_total_w=0.000812
export IMPL_finClkSkew_ps=9.30
export IMPL_slew_violations=0
export IMPL_synthArstFlopShare=0
export IMPL_syn_area_per_cell_um2=9.07
export IMPL_drc=0
export IMPL_path_max_fanout=16
export IMPL_cts_buffers=9
export IMPL_grt_pass1_vias=2753
export IMPL_worstSetupPathType="flop to output pin"
export IMPL_path_delay_family="flip-flops"
export IMPL_drive_above_1_share=0.0922
export IMPL_die_y_um=98.2
export IMPL_fp_util=0.418
export IMPL_setup_slack_ps=4390
export IMPL_cts_root_buffer="clkbuf_8"
export IMPL_slowest_delay_ps=760
export IMPL_clk_pin_slew_ps=70
export IMPL_tool_warnings=26
export IMPL_synth_distinct_cells=46
export IMPL_hold_path_class="flop to flop"
export IMPL_path_buffers=1
export IMPL_drtIter0Drc=201
export IMPL_status="finished clean"
export IMPL_ys_warn_count=0
export IMPL_fp_row_count=34
export IMPL_ys_flops=83
export IMPL_slew_limit_headroom=0.494
export IMPL_arrival_ps=1690
export IMPL_whs_ps=464
export IMPL_tightestPinTransition_ps=759
export IMPL_synthToLayoutAreaGrowth_pct=13.1
export IMPL_drt_pass1_iter_count=4
export IMPL_wire_per_inst_um=15.0
export IMPL_grt_max_degree=50
export IMPL_crit_path_top_delay_cell="dfxtp_1"
export IMPL_die_width_um=98.2
export IMPL_chipArea_um2=9640
export IMPL_grt_pass1_wl_um=13700
export IMPL_p_per_area_nw_per_um2=194
export IMPL_io_buffer_count=23
export IMPL_edf_count=7
export IMPL_setup_viol=0
export IMPL_ys_area_um2=3700
export IMPL_p_leak_nw=1.57
export IMPL_fin_tns_setup_ps=0
export IMPL_gp_congestion=0.873
export IMPL_hold_viol_final=0
export IMPL_clock_sinks=83
export IMPL_grt_overflow_total=0
export IMPL_critPathRequiredTime_ps=6080
export IMPL_core_um2=8850
export IMPL_ioPinCount=24
export IMPL_final_cell_area_um2=4190
export IMPL_n_antenna_cell=0
export IMPL_dpl_worst_slack_ps=4170
export IMPL_dp_hpwl_um=5080
export IMPL_postCtsResizedCells=0
export IMPL_postCtsSetupBuffers=0
export IMPL_netlist_instances=408
export IMPL_rsz0062_at_grt="no"
export IMPL_placed_cell_area_um2=3980
export IMPL_ctsHoldBuffers=0
export IMPL_period_used=0.423
export IMPL_wirelength_um=7970
export IMPL_num_vias=2972
export IMPL_synth_yosys_seq_area_share=0.468
export IMPL_postRouteAntennaNets=0
==> registers in the layout, summed over array words and instances (netlist names) <==
signal / count
chip_data_out: 1
data_valid_out: 1
chip_clk_out: 1
data_out: 8
rising_edge_events: 32
clock_counter: 32
store_data_in: 7
chip_sel_out: 1
==> worst paths after layout <==
check	depth (start not counted)	slack [ps]	startpoint	endpoint
min	1	460	rising_edge_events[22]	rising_edge_events[22]
min reg2reg	1	460	rising_edge_events[22]	rising_edge_events[22]
max reg2reg	6	4910	clock_counter[2]	rising_edge_events[0]
max	1	4390	chip_sel_out	chip_sel_out
==> synth_stat cells, types with 3 or more instances <==
cell      count  area, um2
mux2i_1       9       90.1
and2_1       27        169
mux2_2        7       78.8
edfxtp_1      7        210
dfxtp_1      76       1520
a31o_2        3       26.3
and4_1        6       52.6
a311oi_1      7       61.3
nor3b_1       3       22.5
nor4_1       15       93.8
a41oi_1       8       70.1
buf_2        10       50.1
a31oi_1      10       62.6
and3_1       14       87.6
nand2_1      16       60.1
nor2_1       47        176
o21ai_0      19       95.1
a21oi_1      29        145
ha_1          3       37.5
inv_1         6       22.5
nand4b_1      4       35.0
or3_1         6       37.5
clkbuf_1     18       67.6
nand3_1      12       60.1
a211oi_1      3       22.5
nand4_1       9       56.3
nor3_1        6       30.0
==> report_power, final <==
part	switching, W	total (W)	internal [W]
logic	0.0000254	0.0000432	0.0000178
clock network	0.000152	0.000322	0.000170
registers	0.00000340	0.000447	0.000444
total	0.000181	0.000812	0.000631
==> final cells by class <==
cell class              count  area [um2]
flip-flops and latches     83        1730
clock buffers              11         153
clock inverters             4        48.8
multi-input cells         291        1830
fillers                   853        4660
well taps                 108         135
repair buffers             28         263
inverters                   6        22.5
==> cell usage in the layout (no fill, tap or decap), drive strengths merged, types with 3 or more instances in the layout <==
master / n
a211oi: 3
a21oi: 29
a311oi: 7
a31o: 3
a31oi: 10
a41oi: 8
and2: 27
and3: 14
and4: 6
buf: 6
clkbuf: 11
clkdlybuf4s50: 22
clkinv: 3
dfxtp: 76
edfxtp: 7
ha: 3
inv: 6
mux2: 7
mux2i: 9
nand2: 16
nand3: 12
nand4: 10
nand4b: 4
nor2: 48
nor3: 8
nor3b: 3
nor4: 17
o21ai: 21
or3: 6
==> layer usage <==
| layer | GRT usage | share of wire |
|---|---|---|
| met1 | 0.304 | 0.54 |
| met2 | 0.258 | 0.41 |
| met3 | 0.0291 | 0.034 |
| met4 | 0.0218 | 0.016 |
| met5 | 0 | 0 |
==> through the flow <==
stage | instances | util
after detailed placement | 516 | 0.450
final | 531 | 0.473
after global routing | 531 | 0.473
after global placement | 516 | 0.450
after floorplan | 408 | -
after CTS | 531 | 0.473
==> cells by family after synthesis <==
kind of cell	share of synthesized area
AND/OR/NAND/NOR	0.275
multiplexers	0.0457
AND-OR/OR-AND	0.161
flip-flops	0.468
adder cells (fa/ha/maj)	0.0101
XOR/XNOR	0.00237
buffers and inverters	0.0379
