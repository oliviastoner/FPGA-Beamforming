==> /design/flow/design.v <==
`timescale 1ns / 1ps
`default_nettype none
module unstacker
  (
   input wire 	       clk_in,
   input wire 	       rst_in,
   input wire 	       audio_chunk_tvalid,
   output logic        audio_chunk_tready,
   input wire [127:0]  audio_chunk_tdata,
   input wire 	       audio_chunk_tlast,
   output logic        audio_tvalid,
   input wire 	       audio_tready,
   output logic [15:0] audio_tdata,
   output logic        audio_tlast
   );
  logic [2:0] offset;
  logic       accept_in;
  logic       accept_out;
  assign accept_in = audio_chunk_tvalid && audio_chunk_tready;
  assign accept_out = audio_tvalid && audio_tready;
  logic [127:0] shift_phrase;
  assign audio_tdata = shift_phrase[15:0];
  logic tlast_hold;
  assign audio_tlast = offset == 7 ? tlast_hold : 1'b0;
  logic need_phrase;
  assign audio_chunk_tready = need_phrase || (offset == 7 && accept_out);
  assign audio_tvalid = !need_phrase;
  always_ff @(posedge clk_in) begin
    if (rst_in) begin
      shift_phrase <= 128'b0;
      need_phrase  <= 1'b1;
      offset       <= 0;
      tlast_hold <= 1'b1;
    end else begin
      if (accept_out) begin
        offset <= offset+1;
        if (offset==7) begin
          if (audio_chunk_tvalid) begin
            shift_phrase <= audio_chunk_tdata;
            tlast_hold <= audio_chunk_tlast;
          end else begin
            need_phrase <= 1'b1;
          end
        end else begin
          shift_phrase <= {16'b0, shift_phrase[127:16]};
        end
      end else if (accept_in) begin
        need_phrase  <= 1'b0;
        shift_phrase <= audio_chunk_tdata;
        tlast_hold <= audio_chunk_tlast;
        offset       <= 0;
      end
    end
  end
endmodule   
`default_nettype wire
==> /design/flow/run.sh <==
#!/bin/bash
# OpenROAD 26Q1-2900-gdf79404cd8, Yosys 0.63+post, stock flow scripts
make -C /OpenROAD-flow-scripts/flow DESIGN_CONFIG=/design/flow/config.mk WORK_HOME=/design/flow/orfs finish
==> /design/flow/config.mk <==
export PLATFORM = sky130hd
export DESIGN_NAME = unstacker
export DESIGN_NICKNAME = unstacker
export VERILOG_FILES = /design/flow/design.v
export SDC_FILE = /design/flow/constraint.sdc
export NUM_CORES = 4
export LEC_CHECK = 1
export CORE_UTILIZATION = 30
export SYNTH_HDL_FRONTEND = slang
==> /design/flow/constraint.sdc <==
current_design unstacker

set clk_period 17.1
set clk_io_pct 0.2

create_clock -name clk0 -period $clk_period [get_ports {clk_in}]

set non_clock_inputs [all_inputs -no_clocks]
set_input_delay [expr $clk_period * $clk_io_pct] -clock clk0 $non_clock_inputs
set_output_delay [expr $clk_period * $clk_io_pct] -clock clk0 [all_outputs]
==> results.ini <==
[sta]
setup_viol=0
rsz0062_at_grt=no
post-route-min-period_ns=8.15
slew_viol_final=0
worstMarginPinSlew_ns=0.825
fmax_mhz=123
hold-worst-slack_ns=0.472
skew_ns=0.00807
hold_violations=0
fin_tns_setup_ns=0
slew_headroom_pct=45.0
post-route-period-util_pct=47.6
worst_slack_ns=8.95

[placement]
preCtsSetupSlack_ns=8.95
dp_hpwl_mm=11.8
portBuffers=151
place_congestion=0.831

[layout]
fin_util_pct=41.1
drive_gt1_share_pct=5.62
mi_logic_area_um2=2890
seq_area_um2=2660
layout_top_cell=nand2_1
fillers=1991
lay_top_cells=228 x nand2_1, 150 x clkdlybuf4s50_1, 133 x dfxtp_1
syn_to_final_growth_pct=33.3

[grt]
antenna_found_initial=0
grt_max_degree=76
grt_pass1_wl_mm=29.8
grt_pass1_vias=5509
grt.overflow.total=0
gr-usage-all-layers_pct=18.8

[drt]
detail_route.wl_per_cell_um=17.0
dr_wl_met3_mm=1.22
drc_errors=0
drtIter0Drc=436
antenna_left=0
wl_met1_mm=9.02
antenna_cells=0
drt_wl_total_mm=19.1
avgViaCountPerCell=5.19
vias=5813
wl_met2_mm=8.64
firstDrtPassIters=4
routed.top_layer=met4

[die]
core-area_um2=19700
die_h_um=144
ioPinCount=152
die_area_um2=20800
die_x_um=144
row_count=51
initial_core_util_pct=30.9

[yosys]
ys.flop_type=dfxtp_1
yosys_register_bits=133
async_flop_share_pct=0
synth.area.top_cells=dfxtp_1 44%, a311oi_1 16%, nand2_1 14%
ys_cells=764
ys_seq_share_pct=43.9
largest_area_cell=dfxtp_1
ys_types=27
synth_cells=764
syn_area_per_cell_um2=7.94
ys_area_um2=6060
edf_count=0
syn-cell-area_um2=6060
synth_top_area_share_pct=43.9
ys_warn_count=0

[clock_tree]
post_cts_buffers=0
postCtsHoldBufs=0
clkLatencyLatePin_ns=0.41
cts_made_buffers=17
cts_tree=done
cts_max_level=4
clock-root-buffer=clkbuf_16
clk_pin_slew_worst_paths_ns=0.06
clock_path_buffers=2
cts_sinks=133
post_cts_resized=0

[setup_path]
r2r_end=shift_phrase[52]
r2r_start=offset[0]
reg2reg_depth=7
endpoint_kind=output port
endpoint=audio_chunk_tready
rrSetupSlack_ns=14.24
crit_required_ns=13.68
cp_data_arrival_time_ns=4.73
crit_start=audio_tready
critical_path_class=in -> out
cp-start-kind=input port
worstPathMaxFanout=10

[run_status]
outcome=completed

[pwr]
vdd_drop_max_mv=0.0636
p_leak_nw=2.95
p_per_area_nw_per_um2=106
power_mw=0.859

[flow_run]
drv_cap=0
warnings=26

[min_path]
hold_class=reg -> reg

-- power by group --
group | internal (mW) | leakage (nW) | total [mW] | switching, mW
Sequential | 0.339 | 1.10 | 0.356 | 0.0169
Clock | 0.244 | 0.307 | 0.376 | 0.132
Combinational | 0.0632 | 1.54 | 0.127 | 0.0639
Total | 0.646 | 2.95 | 0.859 | 0.213
-- flip-flops by register name, indices dropped and copies added, names as in the netlist --
signal	cells
shift_phrase	128
tlast_hold	1
need_phrase	1
offset	3
-- metrics by stage --
stage / std cells / instance area [um2]
2_1_floorplan: 764 / 6060
3_3_place_gp: 1087 / 7470
3_5_place_dp: 1087 / 7470
4_1_cts: 1119 / 8080
5_1_grt: 1119 / 8080
6_report: 1119 / 8080
-- cell type report --
class                      count  area share [%]
inverter                       2          0.0929
clock buffer                  23            6.04
multi-input combinational    527            35.8
sequential                   133            32.9
tap                          265            4.10
clock inverter                 9            1.53
timing repair buffer         160            19.5
-- worst max-delay path, cell delays in order --
cell and delay, ns:
clkdlybuf4s50_1 0.69, nand2_1 0.08, nand2_1 0.08, clkdlybuf4s50_1 0.45
-- worst min-delay path by stage --
stage | start | endpoint | slack [ns] | depth (start not counted)
CTS | shift_phrase[120] | shift_phrase[120] | 0.47 | 2
global route | shift_phrase[124] | shift_phrase[124] | 0.50 | 2
finish | shift_phrase[119] | shift_phrase[119] | 0.47 | 2
-- layer usage --
layer / track usage [%] / vias to the layer above
met5: 0 / -
met1: 28.3 / 2732
met4: 1.94 / 0
met2: 29.0 / 155
met3: 3.78 / 11
li1: - / 2915
-- Yosys cell counts, types with 3 or more instances --
library cell and count:
clkbuf_1 27, nand4_1 16, dfxtp_1 133, a21oi_1 130, nand2_1 228, a311oi_1 112, ha_1 3, nor2_1 3
o21ai_0 18, buf_2 56, buf_4 19
-- kinds of logic (layout without fill, tap and decap cells) --
group	count (synthesis)	count (layout)	share of synthesized area (%)
compound gates	265	265	29.1
xor+xnor	1	1	0.144
fa+ha+maj	3	3	0.619
buf+inv	104	194	8.77
flops	133	133	43.9
mux	1	1	0.165
simple gates	257	257	17.3
Power and IR drop assume default switching activity.
